--- ./config.mk ---
export PLATFORM = sky130hd
export DESIGN_NAME = uart_top
export DESIGN_NICKNAME = uart_top
export VERILOG_FILES = /design/flow/design.v
export SDC_FILE = /design/flow/constraint.sdc
export NUM_CORES = 4
export LEC_CHECK = 1
export CORE_UTILIZATION = 30
--- ./constraint.sdc ---
current_design uart_top

set clk_period 3.4
set clk_io_pct 0.2

create_clock -name clk0 -period $clk_period [get_ports {clk}]

set non_clock_inputs [all_inputs -no_clocks]
set_input_delay [expr $clk_period * $clk_io_pct] -clock clk0 $non_clock_inputs
set_output_delay [expr $clk_period * $clk_io_pct] -clock clk0 [all_outputs]
--- ./design.v ---
`timescale 1ns / 1ps
module uart_rx #
(
    parameter CLK_FREQ  = 50_000_000,
    parameter BAUD_RATE = 9600
)
(
    input  clk,
    input  rst,
    input  rx,
    output reg [7:0] rx_data,
    output reg rx_done
);
    localparam CLKS_PER_BIT = CLK_FREQ / BAUD_RATE;
    reg [15:0] clk_count;
    reg [3:0]  bit_index;
    reg rx_busy;
    always @(posedge clk or posedge rst) begin
        if (rst) begin
            rx_busy   <= 0;
            clk_count <= 0;
            bit_index <= 0;
            rx_data   <= 0;
            rx_done   <= 0;
        end
        else begin
            rx_done <= 0;
            if (!rx_busy) begin
                clk_count <= 0;
                if (rx == 1'b0) begin  
                    rx_busy   <= 1'b1;
                    bit_index <= 0;
                end
            end
            else begin
                clk_count <= clk_count + 1;
                if (clk_count == (CLKS_PER_BIT + CLKS_PER_BIT/2)) begin
                    rx_data[0] <= rx;
                    bit_index  <= 1;
                end
                else if (bit_index > 0 &&
                         clk_count == (CLKS_PER_BIT + CLKS_PER_BIT/2)
                                      + bit_index*CLKS_PER_BIT &&
                         bit_index < 8) begin
                    rx_data[bit_index] <= rx;
                    bit_index <= bit_index + 1;
                end
                else if (bit_index == 8 &&
                         clk_count == (CLKS_PER_BIT + CLKS_PER_BIT/2)
                                      + 8*CLKS_PER_BIT) begin
                    rx_busy <= 0;
                    rx_done <= 1;
                end
            end
        end
    end
endmodule
`timescale 1ns / 1ps
module uart_top #
(
    parameter CLK_FREQ  = 50_000_000,    
    parameter BAUD_RATE = 9600
)
(
    input  clk,
    input  rst,
    input tx_start,
    input  [7:0] tx_data,
    output tx,
    output tx_busy,
    input rx,
    output [7:0] rx_data,
    output rx_done
);
    uart_tx #(
        .CLK_FREQ(CLK_FREQ),
        .BAUD_RATE(BAUD_RATE)
    ) u_tx (
        .clk(clk),
        .rst(rst),
        .tx_start(tx_start),
        .tx_data(tx_data),
        .tx(tx),
        .tx_busy(tx_busy)
    );
    uart_rx #(
        .CLK_FREQ(CLK_FREQ),
        .BAUD_RATE(BAUD_RATE)
    ) u_rx (
        .clk(clk),
        .rst(rst),
        .rx(rx),
        .rx_data(rx_data),
        .rx_done(rx_done)
    );
endmodule
`timescale 1ns / 1ps
module uart_tx #
(
    parameter CLK_FREQ = 50_000_000,    
    parameter BAUD_RATE = 9600 
)
(
    input clk,
    input rst,
    input tx_start,
    input [7:0] tx_data,
    output reg tx,
    output reg tx_busy
);
    localparam CLKS_PER_BIT = CLK_FREQ / BAUD_RATE; 
    reg [3:0] bit_index; 
    reg [15:0] clk_count;
    reg [9:0] tx_shift; 
    always @(posedge clk or posedge rst) begin
        if (rst) begin
            tx <= 1'b1;         
            tx_busy <= 1'b0;
            clk_count <= 0;
            bit_index <= 0;
        end
        else begin
            if (tx_start && !tx_busy) begin
                tx_shift <= {1'b1, tx_data, 1'b0}; 
                tx_busy <= 1'b1;
                bit_index <= 0;
                clk_count <= 0;
            end
            else if (tx_busy) begin
                if (clk_count < CLKS_PER_BIT - 1)
                    clk_count <= clk_count + 1;
                else begin 
                    clk_count <= 0;
                    tx <= tx_shift[bit_index];
                    bit_index <= bit_index + 1;
                    if (bit_index == 9) begin
                        tx_busy <= 1'b0;
                        tx <= 1'b1;  
                    end
                end
            end
        end
    end
endmodule
--- ./run.sh ---
#!/bin/bash
# OpenROAD 26Q1-2900-gdf79404cd8, Yosys 0.63+post, stock flow scripts
make -C /OpenROAD-flow-scripts/flow DESIGN_CONFIG=/design/flow/config.mk WORK_HOME=/design/flow/orfs finish
==> impl_metrics.env <==
# physical design summary
export IMPL_path_class="flop to flop"
export IMPL_core_area_mm2=0.0133
export IMPL_status="finished with violations"
export IMPL_rr_startpoint="u_rx.bit_index[3]$_DFFE_PP0P_"
export IMPL_grt_pass1_wl_um=17000
export IMPL_startpoint="u_rx.bit_index[3]$_DFFE_PP0P_"
export IMPL_mux_share_pct=1.86
export IMPL_failed_checks="setup timing"
export IMPL_synth_distinct_cells=68
export IMPL_avgRoutedWirePerCell_um=13.8
export IMPL_num_rows=42
export IMPL_grt_setup_unrepaired="yes"
export IMPL_ff_type="dfrtp_1"
export IMPL_grt_pass1_vias=3577
export IMPL_worst_pin_slew_ns=0.672
export IMPL_cts_buffer_depth=2
export IMPL_ys_sh_simple_pct=24.4
export IMPL_via_per_inst=5.13
export IMPL_overflow=0
export IMPL_min_period_over_period_pct=119
export IMPL_clkSinkCount=60
export IMPL_fmax_mhz=248
export IMPL_ys_area_mm2=0.00410
export IMPL_holdBufCountCts=0
export IMPL_die_area_mm2=0.0141
export IMPL_initCoreUtil_pct=30.8
export IMPL_gp_congestion=0.863
export IMPL_hold_path_class="flop to flop"
export IMPL_die_h_um=119
export IMPL_postSynthSeqShare_pct=37.6
export IMPL_yosys_warnings=2
export IMPL_syn_to_final_growth_pct=33.5
export IMPL_final_setup_viol_count=13
export IMPL_drc=0
export IMPL_drtPass1Iterations=4
export IMPL_slew_limit_headroom_pct=54.9
export IMPL_whs_ns=0.476
export IMPL_hold_start="u_rx.clk_count[0]$_DFF_PP0_"
export IMPL_fin_ws_ns=-0.632
export IMPL_numSynthFlops=60
export IMPL_top_logic_kind="simple AND/OR/NAND/NOR gates"
export IMPL_h_tree_depth=3
export IMPL_synth_cells=457
export IMPL_ir_drop_uv=432
export IMPL_power_density_mw_per_mm2=554
export IMPL_crit_path_start_kind="flop"
export IMPL_fin_setup_tns_ns=-7.27
export IMPL_antenna_cells=0
export IMPL_cts_tree="built"
export IMPL_syn_avg_cell_area_um2=8.97
export IMPL_drt_total_wl_um=9900
export IMPL_critical_path_required_ns=3.61
export IMPL_async_reset_ff_share_pct=86.7
export IMPL_edf_count=8
export IMPL_clock_skew_ns=0.00708
export IMPL_cp_max_fo=6
export IMPL_clk_pin_slew_ns=0.05
export IMPL_fin_area_mm2=0.00547
export IMPL_num_vias=3693
export IMPL_die_x_um=119
export IMPL_dp_hpwl_um=7190
export IMPL_openroad_warnings=37
export IMPL_hold_viol=0
export IMPL_grt_max_degree=53
export IMPL_antenna_found_initial=0
export IMPL_adder_share_pct=8.42
export IMPL_drive_above_1_share_pct=23.9
export IMPL_drv_slew=0
export IMPL_synth_compound_area_share_pct=16.4
export IMPL_drv_cap=0
export IMPL_portBuffers=22
export IMPL_p_leak_nw=2.27
export IMPL_yosys_cells=457
export IMPL_final_antenna_net_count=0
export IMPL_drt_iter0_markers=181
export IMPL_placed_area_mm2=0.00498
export IMPL_insertion_delay_ns=0.33
export IMPL_grtUsageTotal_pct=15.0
export IMPL_cts_root_buf="clkbuf_16"
export IMPL_netlist_area_mm2=0.00410
export IMPL_ys_sh_xor_pct=7.26
export IMPL_fill_cells=1232
export IMPL_critPathArrivalTime_ns=4.24
export IMPL_ios=23
export IMPL_period_needed_ns=4.03
export IMPL_cts_buffers=9
export IMPL_worstSetupEndpointType="flop"
## stage by stage
| stage | util (%) | power, mW | worst slack [ns] | instances |
|---|---|---|---|---|
| 3_5_place_dp | 37.5 | 2.06 | -0.759 | 699 |
| 3_3_place_gp | 37.5 | 2.04 | -0.755 | 699 |
| 4_1_cts | 40.8 | 3.04 | -0.642 | 719 |
| 6_report | 41.2 | 3.03 | -0.632 | 720 |
| 2_1_floorplan | - | 1.71 | -0.741 | 457 |
| 5_1_grt | 41.2 | 3.24 | -0.795 | 720 |
## area by class of cell
class | instances | area (um2) | area share, %
Timing Repair Buffer | 88 | 727 | 13.3
Multi-Input combinational cell | 360 | 2600 | 47.5
Inverter | 20 | 75.1 | 1.37
Sequential cell | 60 | 1550 | 28.3
Clock buffer | 12 | 278 | 5.07
Tap cell | 176 | 220 | 4.02
Clock inverter | 4 | 30.0 | 0.549
## cell families after synthesis
logic type | after synthesis
and+or+nand+nor | 191
AOI/OAI and AO/OA | 102
DFF | 60
buffers and inverters | 37
xor gates and xnor gates | 34
adders and majority gates | 27
muxes | 6
## state kept, by name, indices dropped and copies added (netlist names)
register	flops
u_rx.rx_data	8
u_rx.clk_count	16
u_tx.tx	1
u_rx.bit_index	4
u_tx.bit_index	4
u_tx.clk_count	16
u_rx.rx_busy	1
u_tx.tx_busy	1
u_tx.tx_shift	8
u_rx.rx_done	1
## timing repair
| item | in CTS | in global routing |
|---|---|---|
| setup endpoints to repair | 13 | 13 |
| endpoints found under the hold margin | 0 | 0 |
| gates resized | 19 | 10 |
| pin swaps | 9 | 5 |
| gates cloned | 1 | 0 |
| buffers inserted | 4 | 2 |
## synthesized netlist by cell type (3+ instances only)
cell type,instances,area (um2)
dfrtp_1,51,1280
nor2_1,45,169
nand2_1,36,135
o21ai_0,35,175
ha_1,26,325
nand3_1,23,115
inv_1,19,71.3
xnor2_1,19,166
a21oi_1,17,85.1
nand4_1,15,93.8
xor2_1,15,131
and3_1,14,87.6
and2_1,12,75.1
clkbuf_1,12,45.0
nor3_1,10,50.1
edfxtp_1,8,240
o2bb2ai_1,8,70.1
nor4_1,5,31.3
or3_1,5,31.3
a21o_1,4,30.0
nor2b_1,4,25.0
o211ai_1,4,30.0
or4_1,4,30.0
a31oi_1,3,18.8
buf_6,3,33.8
or2_2,3,18.8
## routing by layer
layer  up-vias  track usage, %  share of wire (%)
li1       1836               -                  -
met1      1760            22.6                 49
met2        85            23.5                 45
met3        12            2.45                3.6
met4         0            2.37                1.5
met5         -               0                  0
## power by group
group	internal (mW)	leakage [nW]	switching, mW
clock	0.577	0.150	0.318
sequential	0.854	0.734	0.168
combinational	0.583	1.38	0.534
## cell usage in the layout, fill, tap and decap left out, types with 3 or more instances in the layout
cell / synthesis / routed
buf_4: 0 / 63
dfrtp_1: 51 / 48
nor2_1: 45 / 44
nand2_1: 36 / 35
o21ai_0: 35 / 34
clkdlybuf4s50_1: 0 / 22
nand3_1: 23 / 20
ha_1: 26 / 18
xnor2_1: 19 / 16
inv_1: 19 / 16
xor2_1: 15 / 15
a21oi_1: 17 / 15
nand4_1: 15 / 15
and3_1: 14 / 14
and2_1: 12 / 12
nor3_1: 10 / 10
clkbuf_16: 0 / 10
o2bb2ai_1: 8 / 8
edfxtp_1: 8 / 8
ha_4: 0 / 6
or3_1: 5 / 5
nor4_1: 5 / 5
a21o_1: 4 / 4
o211ai_1: 4 / 4
nor2b_1: 4 / 4
or4_1: 4 / 4
inv_2: 0 / 3
xnor2_2: 0 / 3
o21ai_1: 2 / 3
or2_2: 3 / 3
a21oi_2: 1 / 3
nand3_2: 0 / 3
buf_6: 3 / 3
dfrtp_2: 0 / 3
## worst max-delay path, stage by stage, from the launching register on
cell and delay (ns):
dfrtp_2 0.43, inv_2 0.08, ha_4 0.20, fa_2 0.36
ha_4 0.32, or2b_1 0.26, nand2_2 0.10, ha_4 0.20
xor2_1 0.13, nor3_1 0.18, nand4_1 0.09, or4_1 0.42
a311o_1 0.32, nor4b_4 0.21, buf_4 0.18, nand4_1 0.12
mux2_4 0.32
## worst paths after layout
check	endpoint	slack (ns)	cells after the start
min reg2reg	u_rx.clk_count[0]$_DFF_PP0_	0.48	1
max	u_rx.rx_data[4]$_DFFE_PP0P_	-0.63	16
min	u_rx.clk_count[0]$_DFF_PP0_	0.48	1
max in group asynchronous	u_rx.bit_index[3]$_DFFE_PP0P_	2.01	3
min in group asynchronous	u_rx.rx_data[2]$_DFFE_PP0P_	0.92	3
max reg2reg	u_rx.rx_data[4]$_DFFE_PP0P_	-0.63	16
Power and IR drop assume default switching activity.
